$ cat design.v
`timescale 1ns / 1ps
module DigitalTube(
    input Clk,
    input Reset,
	 input Addr,
    input WE,
    input [3:0] BE,
    input [31:0] DIn,
    output [31:0] DOut,
	 output [7:0] digital_tube2,
	 output digital_tube_sel2,
	 output [7:0] digital_tube1,
	 output reg [3:0] digital_tube_sel1,
	 output [7:0] digital_tube0,
	 output reg [3:0] digital_tube_sel0
    );
	reg [1:0] i;
	reg [3:0] tube1, tube0;
	reg [31:0] tube, sign, cnt;
	assign DOut = Addr ? sign : tube;
	assign digital_tube_sel2 = 1'b1;
	assign digital_tube2 = (sign[3:0] == 4'd0) ? 8'b10000001 :
								  (sign[3:0] == 4'd1) ? 8'b11001111 :
								  (sign[3:0] == 4'd2) ? 8'b10010010 :
								  (sign[3:0] == 4'd3) ? 8'b10000110 :
								  (sign[3:0] == 4'd4) ? 8'b11001100 :
								  (sign[3:0] == 4'd5) ? 8'b10100100 :
								  (sign[3:0] == 4'd6) ? 8'b10100000 :
								  (sign[3:0] == 4'd7) ? 8'b10001111 :
								  (sign[3:0] == 4'd8) ? 8'b10000000 :
								  (sign[3:0] == 4'd9) ? 8'b10000100 :
								  (sign[3:0] == 4'd10) ? 8'b10001000 :
								  (sign[3:0] == 4'd11) ? 8'b11100000 :
								  (sign[3:0] == 4'd12) ? 8'b10110001 :
								  (sign[3:0] == 4'd13) ? 8'b11000010 :
								  (sign[3:0] == 4'd14) ? 8'b10110000 :
								  (sign[3:0] == 4'd15) ? 8'b10111000 :
								  8'b11111111;
	assign digital_tube1 = (tube1 == 4'd0) ? 8'b10000001 :
								  (tube1 == 4'd1) ? 8'b11001111 :
								  (tube1 == 4'd2) ? 8'b10010010 :
								  (tube1 == 4'd3) ? 8'b10000110 :
								  (tube1 == 4'd4) ? 8'b11001100 :
								  (tube1 == 4'd5) ? 8'b10100100 :
								  (tube1 == 4'd6) ? 8'b10100000 :
								  (tube1 == 4'd7) ? 8'b10001111 :
								  (tube1 == 4'd8) ? 8'b10000000 :
								  (tube1 == 4'd9) ? 8'b10000100 :
								  (tube1 == 4'd10) ? 8'b10001000 :
								  (tube1 == 4'd11) ? 8'b11100000 :
								  (tube1 == 4'd12) ? 8'b10110001 :
								  (tube1 == 4'd13) ? 8'b11000010 :
								  (tube1 == 4'd14) ? 8'b10110000 :
								  (tube1 == 4'd15) ? 8'b10111000 :
								  8'b11111111;
	assign digital_tube0 = (tube0 == 4'd0) ? 8'b10000001 :
								  (tube0 == 4'd1) ? 8'b11001111 :
								  (tube0 == 4'd2) ? 8'b10010010 :
								  (tube0 == 4'd3) ? 8'b10000110 :
								  (tube0 == 4'd4) ? 8'b11001100 :
								  (tube0 == 4'd5) ? 8'b10100100 :
								  (tube0 == 4'd6) ? 8'b10100000 :
								  (tube0 == 4'd7) ? 8'b10001111 :
								  (tube0 == 4'd8) ? 8'b10000000 :
								  (tube0 == 4'd9) ? 8'b10000100 :
								  (tube0 == 4'd10) ? 8'b10001000 :
								  (tube0 == 4'd11) ? 8'b11100000 :
								  (tube0 == 4'd12) ? 8'b10110001 :
								  (tube0 == 4'd13) ? 8'b11000010 :
								  (tube0 == 4'd14) ? 8'b10110000 :
								  (tube0 == 4'd15) ? 8'b10111000 :
								  8'b11111111;
	always @ (posedge Clk) begin
		if (Reset) begin
			tube <= 0;
			sign <= 0;
			cnt <= 0;
			i <= 0;
			tube1 <= 0;
			tube0 <= 0;
			digital_tube_sel1 <= 0;
			digital_tube_sel0 <= 0;
		end
		else begin
			cnt <= cnt + 1;
			if (cnt == 500000) begin
				cnt <= 0;
				digital_tube_sel1[i - 2'b1] <= 1'b0;
				case (i)
					2'b00: tube1 <= tube[19:16];
					2'b01: tube1 <= tube[23:20];
					2'b10: tube1 <= tube[27:24];
					2'b11: tube1 <= tube[31:28];
				endcase
				digital_tube_sel1[i] <= 1'b1;
				digital_tube_sel0[i - 2'b1] <= 1'b0;
				case (i)
					2'b00: tube0 <= tube[3:0];
					2'b01: tube0 <= tube[7:4];
					2'b10: tube0 <= tube[11:8];
					2'b11: tube0 <= tube[15:12];
				endcase
				digital_tube_sel0[i] <= 1'b1;
				i <= i + 1'b1;
			end
			if (WE) begin
				case (Addr)
					1'b1: begin
						if (BE[3]) sign[31:24] <= DIn[31:24];
						if (BE[2]) sign[23:16] <= DIn[23:16];
						if (BE[1]) sign[15:8] <= DIn[15:8];
						if (BE[0]) sign[7:0] <= DIn[7:0];
					end
					1'b0: begin
						if (BE[3]) tube[31:24] <= DIn[31:24];
						if (BE[2]) tube[23:16] <= DIn[23:16];
						if (BE[1]) tube[15:8] <= DIn[15:8];
						if (BE[0]) tube[7:0] <= DIn[7:0];
					end
				endcase
			end
		end
	end
endmodule
$ cat run.sh
#!/bin/bash
# OpenROAD 26Q1-2900-gdf79404cd8, Yosys 0.63+post, stock flow scripts
make -C /OpenROAD-flow-scripts/flow DESIGN_CONFIG=/design/flow/config.mk WORK_HOME=/design/flow/orfs finish
$ cat config.mk
export PLATFORM = sky130hd
export DESIGN_NAME = DigitalTube
export DESIGN_NICKNAME = DigitalTube
export VERILOG_FILES = /design/flow/design.v
export SDC_FILE = /design/flow/constraint.sdc
export NUM_CORES = 4
export LEC_CHECK = 1
export CORE_UTILIZATION = 30
$ cat constraint.sdc
current_design DigitalTube

set clk_period 3.8
set clk_io_pct 0.2

create_clock -name clk0 -period $clk_period [get_ports {Clk}]

set non_clock_inputs [all_inputs -no_clocks]
set_input_delay [expr $clk_period * $clk_io_pct] -clock clk0 $non_clock_inputs
set_output_delay [expr $clk_period * $clk_io_pct] -clock clk0 [all_outputs]
==> metrics.yaml <==
fa_ha_area_share_pct: 2.09
worstReg2RegEnd: "cnt[24]$_SDFF_PP0_"
ys_ff: 112
postSynthSeqShare_pct: 38.2
largest_area_cell: "sky130_fd_sc_hd__dfxtp_1"
die_width_um: 142
cts.reportedPaths.clkPinSlew_ns: 0.08
cts_resized: 0
post_synth_ao_oa_area_fraction_pct: 13.4
fmaxAchievable_mhz: 328
dominantRegCellSynth: "sky130_fd_sc_hd__dfxtp_1"
synth_area_mm2: 0.00587
initial_core_util_pct: 31.0
cts.htree.levels: 3
worstSetupStartpoint: "Addr"
vias_after_detailed_routing: 5173
clock_latency_ns: 0.37
final.period_utilization_pct: 80.2
drv_slew: 0
tritoncts_num_sinks: 112
vias_per_cell: 5.02
synth_area_per_cell_um2: 8.32
cts_hold_buf: 0
netlist_top_cells_area: "sky130_fd_sc_hd__dfxtp_1 38%, sky130_fd_sc_hd__mux2_2 6.9%, sky130_fd_sc_hd__mux2i_1 6.0%"
first_iter_violations: 410
clock_skew_ns: 0.00981
power.static_leakage_uw: 0.00268
cts_post_setup_buffers_inserted: 0
setup_slack_ns: 0.753
drt_first_pass_iters: 6
fin_tns_setup_ns: 0
post_synth_main_logic_family: "simple AND/OR/NAND/NOR gates"
post_synth_inst_count: 706
worstSetupPathType: "primary input to primary output"
unrepaired_setup_endpoints_after_global_routing: "false"
dpl_worst_slack_ns: 0.754
io_pins: 105
cts_made_buffers: 9
setup_viol_count_final: 0
first_pass_grt_wire_length_um: 24600
worst_ep_arrival_time_ns: 2.29
drt_drc_violations_left: 0
ant_nets: 0
antenna_found_initial: 0
placement.cell_area_mm2: 0.00698
gr-total-overflow: 0
route.antenna.diode_count: 0
cts.root.buffer_cell: "sky130_fd_sc_hd__clkbuf_16"
yosys-mux-area-fraction_pct: 12.9
cts_tree: "done"
synth_top_cell_by_count: "sky130_fd_sc_hd__dfxtp_1"
finish.instance_area_mm2: 0.00730
grt_start_max_net_pins: 44
edf_count: 0
std_cell_rows: 50
tightestPinTransition_ns: 0.742
hpwl_um: 11000
synthDominantCellAreaShare_pct: 38.2
stage_log_warnings: 32
gp_congestion: 0.816
yosys.stat.chipArea_mm2: 0.00587
vdd.ir_drop.worst_mv: 0.236
worst_r2r_startpoint: "cnt[0]$_SDFF_PP0_"
die_h_um: 142
regToRegSetupSlack_ns: 1.44
groute.usage.overall_pct: 15.5
hold_path.class: "flop to flop"
ys_cells: 706
end_kind: "primary output"
critPathMaxFanout: 37
max-cap-violations: 0
power_density_mw_per_mm2: 336
synth-async-reset-ratio_pct: 0
routed_wl_um: 15300
maxSlewHeadroom_pct: 50.6
portBuffers: 100
synth-xor-area-share_pct: 2.68
vias_in_the_first_global_route: 4679
launching_element_type_of_the_critical_path: "primary input"
synth.cellmix.simpleShare_pct: 25.1
cp_data_required_time_ns: 3.04
cts-root-to-sink-buffers: 2
hold_fails_final_rpt: 0
core_region_area_mm2: 0.0190
common_cells: "112 x sky130_fd_sc_hd__dfxtp_1, 67 x sky130_fd_sc_hd__a21oi_1, 67 x sky130_fd_sc_hd__nor2_1"
synth.yosys.warnings: 1
final.min_clock_period_ns: 3.05
drive_gt1_share_pct: 9.21
setup.worst_path.end: "DOut[31]"
fp.dieArea_mm2: 0.0201
synthesis_to_layout_area_growth_pct: 24.3
worst-r2r-cell-count: 7
run_status: "completed"
synth_cell_types: 47
route.detailed.wl_per_inst_um: 14.9
## power breakdown
| group | leakage [uW] | internal, uW | switching, uW | total [uW] |
|---|---|---|---|---|
| Clock | 0.000156 | 532 | 491 | 1020 |
| Combinational | 0.00162 | 116 | 93.1 | 209 |
| Sequential | 0.000907 | 1200 | 25.7 | 1220 |
## sequential cells by signal (all words and copies together) (netlist names), named ones only
signal	flops
cnt	32
sign	32
tube	32
tube0	4
tube1	4
digital_tube_sel0	2
digital_tube_sel1	2
i	2
## routing by layer
| metal | vias to the layer above | wire (um) | global-route usage [%] | share of wire, % |
|---|---|---|---|---|
| li1 | 2656 | - | - | - |
| met1 | 2389 | 7650 | 24.3 | 50 |
| met2 | 111 | 6760 | 23.8 | 44 |
| met3 | 17 | 616 | 1.71 | 4.0 |
| met4 | 0 | 284 | 2.49 | 1.9 |
| met5 | - | 0 | 0 | 0 |
## stage by stage
step	cells	hold WS, ns	total power (uW)	util, %
6_report	1031	0.478	2460	38.5
5_1_grt	1031	0.500	2560	38.5
4_1_cts	1031	0.480	2490	38.5
3_5_place_dp	1015	0.469	1460	36.8
3_3_place_gp	1015	0.463	1460	36.8
2_1_floorplan	709	0.435	1350	-
## how the worst min path moves through the flow
| stage | from | endpoint | cells past startpoint |
|---|---|---|---|
| CTS | digital_tube_sel1[3]$_SDFFE_PP0P_ | digital_tube_sel1[3]$_SDFFE_PP0P_ | 2 |
| global route | tube[3]$_SDFFE_PP0P_ | tube[3]$_SDFFE_PP0P_ | 2 |
| finish | digital_tube_sel1[3]$_SDFFE_PP0P_ | digital_tube_sel1[3]$_SDFFE_PP0P_ | 2 |
## logic make-up after synthesis
family	after synthesis
muxes	71
buffers and inverters	72
DFF	112
and+or+nand+nor	284
other	1
adders and majority gates	10
AOI/OAI and AO/OA	138
xor gates and xnor gates	18
## final cells by class
type | count | area (um2)
inverter | 12 | 45.0
timing repair buffer | 106 | 1050
tap | 260 | 325
clock buffer | 9 | 225
clock inverter | 7 | 92.6
sequential | 112 | 2240
fill | 1919 | 11700
multi-input combinational | 525 | 3320
## critical path, stage by stage
cell and delay, ns:
sky130_fd_sc_hd__clkdlybuf4s50_1 0.50, sky130_fd_sc_hd__buf_12 0.23, sky130_fd_sc_hd__mux2_2 0.37, sky130_fd_sc_hd__clkdlybuf4s50_1 0.40
## cells in the final DEF, fill, tap and decap left out, types with 6 or more instances in the layout
cell	netlist	layout
sky130_fd_sc_hd__a21oi_1	67	67
sky130_fd_sc_hd__mux2i_1	35	35
sky130_fd_sc_hd__a222oi_1	8	8
sky130_fd_sc_hd__nor3_1	8	8
sky130_fd_sc_hd__and4_1	9	9
sky130_fd_sc_hd__xnor2_1	10	10
sky130_fd_sc_hd__clkbuf_16	0	9
sky130_fd_sc_hd__nand3_1	63	63
sky130_fd_sc_hd__inv_1	12	12
sky130_fd_sc_hd__nand4_1	13	13
sky130_fd_sc_hd__nor4b_1	9	9
sky130_fd_sc_hd__mux2_2	36	36
sky130_fd_sc_hd__nand2_1	65	65
sky130_fd_sc_hd__dfxtp_1	112	112
sky130_fd_sc_hd__ha_1	9	9
sky130_fd_sc_hd__nor4_1	6	6
sky130_fd_sc_hd__clkdlybuf4s50_1	0	99
sky130_fd_sc_hd__nand2b_1	6	6
sky130_fd_sc_hd__xor2_1	8	8
sky130_fd_sc_hd__o21ai_0	44	44
sky130_fd_sc_hd__nor2_1	67	67
Power and IR drop assume default switching activity.
