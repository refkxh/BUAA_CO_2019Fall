==> ./design.v <==
`timescale 1ns / 1ps
module HZD(
    input Clk,
	 input Reset,
	 input [4:0] A1D,
	 input [4:0] A2D,
    input [31:0] RD1D,
    input [31:0] RD2D,
	 input D1Use,
	 input D2Use,
    input [4:0] A1E,
	 input [4:0] A2E,
    input [31:0] RD1E,
    input [31:0] RD2E,
	 input E1Use,
	 input E2Use,
    input [4:0] A3E,
    input [31:0] WDE,
    input [4:0] A2M,
    input [31:0] RD2M,
	 input M2Use,
    input [4:0] A3M,
    input [31:0] WDM,
    input [4:0] A3W,
    input [31:0] WDW,
	 input Start,
	 input Busy,
	 input MD,
    output [31:0] ForwardD1,
    output [31:0] ForwardD2,
    output [31:0] ForwardE1,
    output [31:0] ForwardE2,
    output [31:0] ForwardM2,
	 output PCEn,
    output DRegEn,
	 output ERegEn,
    output ERegFlush,
	 output MRegFlush
    );
	wire StallD, StallE;
	reg [4:0] A3T;
   reg [31:0] WDT;
	always @ (posedge Clk) begin
		if (Reset) begin
			A3T <= 0;
			WDT <= 0;
		end
		else begin
			A3T <= A3W;
			WDT <= WDW;
		end
	end
	assign StallD = ((D1Use && A1D == A3E && A3E != 0 && WDE === 32'bz) ||
						 (D1Use && A1D == A3M && A3M != 0 && WDM === 32'bz && !(A1D == A3E && A3E != 0 && WDE !== 32'bz)) ||
						 (D2Use && A2D == A3E && A3E != 0 && WDE === 32'bz) ||
						 (D2Use && A2D == A3M && A3M != 0 && WDM === 32'bz && !(A2D == A3E && A3E != 0 && WDE !== 32'bz)) ||
						 ((Start || Busy) && MD)) && !StallE;
	assign StallE = (E1Use && A1E == A3M && A3M != 0 && WDM === 32'bz) ||
						 (E2Use && A2E == A3M && A3M != 0 && WDM === 32'bz);
	assign PCEn = ~(StallD || StallE);
	assign DRegEn = ~(StallD || StallE);
	assign ERegEn = ~StallE;
	assign ERegFlush = StallD;
	assign MRegFlush = StallE;
	assign ForwardD1 = (A1D == A3E && A3E != 0) ? WDE :
							 (A1D == A3M && A3M != 0) ? WDM :
							 RD1D;
	assign ForwardD2 = (A2D == A3E && A3E != 0) ? WDE :
							 (A2D == A3M && A3M != 0) ? WDM :
							 RD2D;
	assign ForwardE1 = (A1E == A3M && A3M != 0) ? WDM :
							 (A1E == A3W && A3W != 0) ? WDW :
							 (A1E == A3T && A3T != 0) ? WDT :
							 RD1E;
	assign ForwardE2 = (A2E == A3M && A3M != 0) ? WDM :
							 (A2E == A3W && A3W != 0) ? WDW :
							 (A2E == A3T && A3T != 0) ? WDT :
							 RD2E;
	assign ForwardM2 = (A2M == A3W && A3W != 0) ? WDW :
							 RD2M;
endmodule
==> ./run.sh <==
#!/bin/bash
# OpenROAD 26Q1-2900-gdf79404cd8, Yosys 0.63+post, stock flow scripts
make -C /OpenROAD-flow-scripts/flow DESIGN_CONFIG=/design/flow/config.mk WORK_HOME=/design/flow/orfs finish
==> ./config.mk <==
export PLATFORM = sky130hd
export DESIGN_NAME = HZD
export DESIGN_NICKNAME = HZD
export VERILOG_FILES = /design/flow/design.v
export SDC_FILE = /design/flow/constraint.sdc
export NUM_CORES = 4
export LEC_CHECK = 1
export CORE_AREA = 10 10 241 241
export DIE_AREA = 0 0 251 251
==> ./constraint.sdc <==
current_design HZD

set clk_period 9.8
set clk_io_pct 0.2

create_clock -name clk0 -period $clk_period [get_ports {Clk}]

set non_clock_inputs [all_inputs -no_clocks]
set_input_delay [expr $clk_period * $clk_io_pct] -clock clk0 $non_clock_inputs
set_output_delay [expr $clk_period * $clk_io_pct] -clock clk0 [all_outputs]
==> impl_metrics.ini <==
; physical design summary
[final_timing]
fmaxAchievable_mhz = 141
layout_min_cycle_time_ns = 7.07
setup_viol = 0
worst_slew_pin_slew_ns = 0.778
hold_viol = 0
tns_ns = 0
timing.final.crit_share_pct = 72.1
slew_headroom_pct = 48.2
slew_viol_final = 0
rsz0062_at_grt = no

[pwr]
pwr-share-comb_pct = 54.0
vdd_drop_max_uv = 56.8
swShare_pct = 31.2
pwr-share-seq_pct = 18.7
power_density_nw_per_um2 = 76.7
clkPwrFrac_pct = 27.4
p_int_mw = 0.594
leakagePower_nw = 3.88
p_sw_mw = 0.270

[global_route]
grt_pass1_wl_um = 60300
grt_overflow = 0
grt_pass1_vias = 8204
grtUsageTotal_pct = 13.1
antenna_found_initial = 7
grt_max_degree = 66

[floorplanning]
die_x_um = 251
dieArea_um2 = 63000
io_pins = 471
die_y_um = 251
core-area_um2 = 52700
rows = 84
fp_util_pct = 11.0

[routing]
drc = 0
vias_per_cell = 4.09
drtAntennaViolNets = 0
firstDrtPassIters = 7
wl_per_cell_um = 22.2
wl_met2_um = 19800
met1Wirelength_um = 18000
first_iter_violations = 403
num_vias = 7939
top_layer = met5
wl_met3_um = 4690
drt_wl_total_um = 43100

[worst_setup_path]
worstSetupStartpointType = input port
crit_required_ns = 7.84
critical_path.max_fanout = 35
crit_type = in -> out
cp-end-kind = output pin
path_delay_family = buffers and inverters
path_cells = clkdlybuf4s50_1, xor2_1, nor3_1, nand4_4, buf_4, o221a_1, o21ai_1, clkdlybuf4s50_1
cp_num_buf_inv = 3
crit_top_cell = clkdlybuf4s50_1
arrival_ns = 5.11
crit_slowest_cell = clkdlybuf4s50_1
slowest_delay_ns = 0.56

[synthesis]
edf_count = 0
synth_warnings = 9
ys_async_sr_fraction_pct = 0
synth-main-ff-cell = dfxtp_1
ys_seq_share_pct = 12.8
ys_seq_elements = 37
ys_area_um2 = 5800
ys_cells = 831
synth.avg_cell_area_um2 = 6.98
synth_cell_types = 37
syn_inst = 831
mappedNetlistArea_um2 = 5800

[job]
warnings = 26
max-cap-violations = 0

[cells_and_area]
seqCellArea_um2 = 741
logic_area_um2 = 4380
final_core_util_pct = 21.4
fillCellCount = 5782
drive_gt1_share_pct = 9.28
layout_top_cells = clkdlybuf4s50_1, nand2_1, o21ai_1, o21ai_0
area_growth_pct = 94.1
layout_top_cell = clkdlybuf4s50_1
design_area_um2 = 11300

[clocking]
cts_root_buf = clkbuf_16
cts.path.max_buffers = 2
postCtsSetupBuffers = 0
cts_hold_buf = 0
numCtsBuffers = 5
clk_pin_slew_ns = 0.08
cts_sinks = 37
post_cts_resized = 0
cts_tree = done
htree_levels = 2

[place]
dpl_cell_area_um2 = 11100
hpwlAfterDp_um = 34300
io_buffers = 469
gp_congestion = 0.873

[outcome]
status = completed

[min_path]
min_path_type = in -> reg
[metal layers]
metal | track usage, % | vias up
met1 | 16.7 | 3708
met2 | 21.2 | 456
met3 | 4.91 | 33
li1 | - | 3738
met5 | 0 | -
met4 | 1.79 | 4
[state kept, by name, indices dropped and copies added, names as in the netlist]
name,flops
WDT,32
A3T,5
[cells by family after synthesis]
kind of cell	after synthesis	synth area share [%]
multiplexers	96	17.3
XOR/XNOR	55	8.31
buffers and inverters	142	12.6
flip-flops	37	12.8
AND/OR/NAND/NOR	240	19.2
AND-OR/OR-AND	261	29.8
[layout make-up]
type                            count  share of cell area, %
Tap cell                          688                   7.65
Antenna cell                        2                 0.0445
Timing Repair Buffer              488                   42.9
Inverter                           65                   2.17
Sequential cell                    37                   6.58
Multi-Input combinational cell    652                   38.9
Clock buffer                        5                   1.11
Clock inverter                      3                  0.578
[cell usage after synthesis (27+ instances only)]
cell type / n / area (um^2)
o21ai_1: 121 / 606
buf_2: 28 / 140
nor2b_1: 37 / 231
clkbuf_1: 27 / 101
mux2_2: 32 / 360
nand2_1: 165 / 619
xor2_1: 32 / 280
o221a_1: 30 / 338
mux2i_1: 64 / 641
o221a_2: 34 / 383
o21ai_0: 71 / 355
inv_1: 64 / 240
dfxtp_1: 37 / 741
[power groups by stage]
stage                 registers [mW]  logic, mW  clock network [mW]
after CTS                      0.161      0.474               0.255
final                          0.161      0.466               0.236
after global routing           0.162      0.504               0.255
[worst paths after layout]
path    from                  to  slack (ns)  depth (start not counted)
max   A3W[0]        ForwardE2[8]        2.73                          8
min    Reset  WDT[31]$_SDFF_PP0_        2.25                          3
[through the flow]
stage	power, mW	setup WS (ns)	instances	hold WS, ns
floorplan	0.304	4.66	831	2.03
global placement	0.633	2.68	1930	2.58
detailed placement	0.636	2.67	1930	2.59
CTS	0.890	2.67	1938	2.22
global route	0.921	2.56	1940	2.25
finish	0.863	2.73	1940	2.25
[worst min-delay path, stage by stage]
cell and delay, ns:
buf_2 0.10, buf_4 0.30, nor2b_1 0.16
Power figures rest on the tool's default switching activity, not on a simulated workload.
